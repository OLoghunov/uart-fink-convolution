==> ./design.v <==
module decode(
    input [2*(MSG_SIZE + 2*(2*STEP+1))-1:0] msg_in,
    output reg [MSG_SIZE-1:0] msg_out
);
    localparam STEP = 0;
    localparam MSG_SIZE = 6;
    localparam CODED_MSG_SIZE = 2*(MSG_SIZE+2*(2*STEP + 1));
    integer i;
    reg [CODED_MSG_SIZE/2-1:0] a;  
    reg [CODED_MSG_SIZE/2-1:0] b;  
    always @(*) begin
        for (i = 0; i < CODED_MSG_SIZE; i = i + 2) begin
            a[i/2] = msg_in[i];
        end
        for (i = 1; i < CODED_MSG_SIZE; i = i + 2) begin
            b[(i-1)/2] = msg_in[i];
        end
        for (i = 0; i < MSG_SIZE; i = i + 1) begin
            if (i < MSG_SIZE - (4*STEP + 2)) begin
                if ((a[i] ^ a[i+2*STEP+1]) != b[i+STEP] &&
                    (a[i+2*STEP+1] ^ a[i+4*STEP+2]) != b[i+3*STEP+1]) begin
                    a[i+2*STEP+1] = ~a[i+2*STEP+1];
                end
            end
        end
        msg_out = a[2*STEP+1+:MSG_SIZE+2*STEP+1];
    end
endmodule
module receiver(
    input wire clk,
    input wire tx,
    input wire msg_select,    
    input wire baud_select,   
    output reg [MSG_SIZE-1:0] output_message
);
    parameter BAUD_RATE_2400 = 2400;
    parameter BAUD_RATE_1200 = 1200;
    parameter CLK_FREQ = 27000000;
    localparam STEP = 0;
    localparam MSG_SIZE = 6;
    localparam CODED_MSG_SIZE = 2 * (MSG_SIZE + 2 * (2 * STEP + 1));
    integer bit_index;
    reg [31:0] bit_counter;
    reg [31:0] ticks_per_bit;
    reg [1:0] state = IDLE;
    reg [MSG_SIZE-1:0] uncoded_message;       
    reg [CODED_MSG_SIZE-1:0] coded_message;   
    localparam IDLE = 2'b00;
    localparam RECEIVE_START = 2'b01;
    localparam RECEIVE_DATA = 2'b10;
    localparam RECEIVE_STOP = 2'b11;
    wire [MSG_SIZE-1:0] decoded_message;
    decode uut(
        .msg_in(coded_message),
        .msg_out(decoded_message)
    );
    always @(posedge clk) begin
        if (baud_select)
            ticks_per_bit <= CLK_FREQ / BAUD_RATE_2400;   
        else
            ticks_per_bit <= CLK_FREQ / BAUD_RATE_1200;   
    end
    always @(posedge clk) begin
        case (state)
            IDLE: begin
                if (!tx) begin
                    bit_counter <= ticks_per_bit / 2;  
                    bit_index <= 0;
                    state <= RECEIVE_START;
                end
            end
            RECEIVE_START: begin
                if (bit_counter == ticks_per_bit - 1) begin
                    bit_counter <= 0;
                    state <= RECEIVE_DATA;
                end else begin
                    bit_counter <= bit_counter + 1;
                end
            end
            RECEIVE_DATA: begin
                if (bit_counter == ticks_per_bit - 1) begin
                    bit_counter <= 0;
                    if (msg_select) begin
                        coded_message[bit_index] <= tx;
                    end else begin
                        uncoded_message[bit_index] <= tx;
                    end
                    bit_index <= bit_index + 1;
                    if ((msg_select && bit_index == CODED_MSG_SIZE - 1) || 
                        (!msg_select && bit_index == MSG_SIZE - 1)) begin
                        bit_index <= 0;
                        state <= RECEIVE_STOP;
                    end
                end else begin
                    bit_counter <= bit_counter + 1;
                end
            end
            RECEIVE_STOP: begin
                if (bit_counter == ticks_per_bit - 1) begin
                    bit_counter <= 0;
                    state <= IDLE;
                    if (msg_select) begin
                        output_message <= ~decoded_message;  
                    end else begin
                        output_message <= ~uncoded_message;  
                    end
                end else begin
                    bit_counter <= bit_counter + 1;
                end
            end
        endcase
    end
endmodule
==> ./run.sh <==
#!/bin/bash
# OpenROAD 26Q1-2900-gdf79404cd8, Yosys 0.63+post, stock flow scripts
make -C /OpenROAD-flow-scripts/flow DESIGN_CONFIG=/design/flow/config.mk WORK_HOME=/design/flow/orfs finish
==> ./config.mk <==
export PLATFORM = sky130hd
export DESIGN_NAME = receiver
export DESIGN_NICKNAME = receiver
export VERILOG_FILES = /design/flow/design.v
export SDC_FILE = /design/flow/constraint.sdc
export NUM_CORES = 4
export LEC_CHECK = 1
export CORE_UTILIZATION = 40
==> ./constraint.sdc <==
current_design receiver

set clk_period 8.5
set clk_io_pct 0.2

create_clock -name clk0 -period $clk_period [get_ports {clk}]

set non_clock_inputs [all_inputs -no_clocks]
set_input_delay [expr $clk_period * $clk_io_pct] -clock clk0 $non_clock_inputs
set_output_delay [expr $clk_period * $clk_io_pct] -clock clk0 [all_outputs]
==> results_slide.txt <==
Physical Implementation Snapshot

Route
  – Total wire length: 14.31 mm
  – Ant diodes: 0
  – Via-per-instance ratio: 5.651
  – Via count: around 5200
  – ANT nets after route: 0
  – DRC: 0
  – Iter 0 DRT Violations: between 300 and 400
  – Wire per inst: 15.62 um
  – First-pass DRT Iterations: 5

Clock network
  – Num CTS Buffers: 9
  – Postcts setup bufs: 0
  – Worst-skew pair later-pin latency: 0.35 ns
  – Clock buffer depth: 2
  – CTS tree: done
  – Cts-stage hold buffer count: 0
  – Clock Pin Slew Worst Setup and Hold Paths: 0.07 ns
  – Sinks on Clock Net: ~90
  – Post-CTS Resized: 0
  – H-tree Lvls: 3
  – Root buffer cell: clkbuf_16

Place
  – GP Congestion: around 0.94
  – Port buffer count: 9
  – Place WS: 4.117 ns
  – Post-DP HPWL: 10.06 mm

Critical path
  – Critical path type: flop to flop
  – FF-to-FF setup slack: roughly 4.0 ns
  – Critical path startpoint category: flop
  – CP max FO: 13
  – Critical path's most frequent cell: nand4_1
  – Cell Chain, Critical Path: inv_1, ha_1, nor4b_2, nand4_1, o31ai_1, a21boi_2, nand4b_4, a211oi_2, nand4_1, mux2_1
  – Worst setup EP type: flop
  – Crit path largest cell delay: 0.73 ns
  – Slowest-stage cell, CP: a211oi_2
  – Critical Path RT: 8.60 ns
  – Critical Path AT: 4.58 ns

Logic synthesis
  – Yosys chip area: 6724 sq um
  – Flops & latches, synth: 92
  – Yosys cell types: 85
  – Mux area share: 4.968%
  – Post-synthesis cell type with the largest instance count: edfxtp_1
  – Top cells by area: edfxtp_1 (40%), xnor2_1 (5.1%), nor2_1 (4.9%), xor2_1 (3.9%), nand3_1 (3.3%)
  – XORs/XNORs by Area: around 9%
  – Area leader share: about two fifths
  – Compound-cell area share of the yosys netlist: about a tenth
  – Synth Area per Inst: 9.470 sq um
  – Post-synth EDFFs: 90
  – Async SR Flop Fraction: 0%
  – Yosys warnings: 2
  – Simple share: 28.54%
  – Synthesized cell area: 6724 sq um
  – Cell count after synthesis: 710
  – Adder-Cell Fraction of Synth Area: between 2 and 2.5%
  – Top logic family: simple AND/OR/NAND/NOR gates
  – Ys cells: 710
  – Commonest cells post-synth: edfxtp_1 (90), nor2_1 (87), nand2_1 (58), nand3_1 (44), xnor2_1 (39)
  – Ys flop type: edfxtp_1
  – Sequential fraction of the synthesis area: 40.79%
  – Cell type with the largest total area: edfxtp_1

Timing
  – Setup Skew: 0.01081 ns
  – Relative slew margins: 45.36%
  – Fmax: 223.5 MHz
  – Cycle use final: roughly 53%
  – Max Slew Vio Count: 0
  – Worst Tran Pin Value: 0.8182 ns
  – Worst setup margin: slightly above 4 ns
  – Minimum clock period after layout: roughly 4.5 ns
  – Setup TNS: 0 ns
  – Setup-failing EPs final: 0
  – RSZ-0062 raised after global routing: false
  – Final hold viol count: 0

Cells and area
  – Final Util: 43.56%
  – Fill cells: 1568
  – Synth-to-layout area growth: 7.052%
  – Share of layout cells above drive strength 1: between 8 and 9%

Global route
  – Grt total ovfl: 0
  – Largest net degree at the start of global routing: 35
  – Vias in the first global route: about 4800
  – Total GRT Usage: between 10% and 20%
  – First-pass GRT wire length: 24.31 mm
  – Number of antenna violations at the first check in global routing: 0

Die
  – Row Count: 47
  – Core area: 16520 sq um
  – Die Width: around 130 um
  – Die area: 17330 sq um
  – Ports: 10
  – Pre-Place Util: roughly two fifths
  – Die Y-Extent: 131.7 um

Outcome
  – Status: completed

Flow run
  – Log Warnings: 32
  – Max-Cap Viols: 0

Power and ir drop
  – PwrDens: 352.0 nW/um^2
  – Power, Total: 2534 uW
  – P_leak: around 0.0023 uW
  – Peak supply drop: between 0.1 and 0.15 mV

Hold path
  – HP Class: flop to flop
[worst paths after layout]
check,start,endpoint,depth (start not counted)
worst max-delay path,bit_index[0],coded_message[8],10
worst min-delay path,coded_message[12],coded_message[12],1
worst max register to register,bit_index[0],coded_message[8],10
worst min register to register,coded_message[12],coded_message[12],1
[critical path: cells and delay by family (launching register included)]
kind / cells / cell delay [ns]
AND-OR/OR-AND: 3 / 1.50
AND/OR/NAND/NOR: 4 / 1.24
flip-flops: 1 / 0.54
adder cells (fa/ha/maj): 1 / 0.40
multiplexers: 1 / 0.36
buffers and inverters: 1 / 0.18
[cells in the final DEF (no fill, tap or decap), types with 9 or more instances in the layout]
cell              n
xor2_1           30
clkbuf_16         9
mux2_1           16
inv_1            19
nand4_1          30
nor4_1           19
nor2_1           87
mux2i_1           9
o21ai_0          23
and2_1           10
xnor2_1          39
or3_1            11
clkdlybuf4s50_1   9
nor3_1           20
and3_1           10
nand3_1          44
edfxtp_1         90
nand2_1          58
ha_1             11
a21oi_1          15
[kinds of logic after synthesis]
| family | after synthesis |
|---|---|
| and+or+nand+nor | 350 |
| AOI/OAI and AO/OA | 94 |
| DFF | 92 |
| xor gates and xnor gates | 69 |
| buffers and inverters | 64 |
| muxes | 30 |
| adders and majority gates | 11 |
[state kept, by name, indices dropped and copies added (netlist names)]
signal / cells
uncoded_message: 6
bit_counter: 32
output_message: 6
coded_message: 12
state: 2
bit_index: 32
ticks_per_bit: 2
[area by class of cell]
cell class	count	area (sq um)	area share (%)
flip-flops and latches	92	2743	38.10
multi-input cells	554	3681	51.14
clock buffers	10	229.0	3.181
well taps	220	275.3	3.824
inverters	19	71.32	0.9908
clock inverters	6	63.81	0.8865
repair buffers	15	135.1	1.877
[layer usage]
| metal | vias to the layer above | track usage, % | wire [um] |
|---|---|---|---|
| met1 | 2452 | 29.64 | 7135 |
| met5 | - | 0 | 0 |
| met4 | 0 | 2.067 | 196 |
| met3 | 14 | 3.152 | 660 |
| li1 | 2590 | - | - |
| met2 | 120 | 25.43 | 6317 |
[stage by stage]
step           area (sq um)  instances  hold slack [ns]
3_5_place_dp           6905        900           0.5546
2_1_floorplan          6724        710           0.5266
4_1_cts                7198        916           0.5704
3_3_place_gp           6905        900           0.5445
6_report               7198        916           0.5715
5_1_grt                7198        916           0.5927
[power by group]
group / switching, uW / internal (uW) / total (uW) / leakage [uW]
combinational: 572 / 412 / 984 / 0.00121
sequential: 340 / 803 / 1140 / 0.000911
clock: 179 / 228 / 407 / 0.000139
Power is estimated from default activity; no workload was simulated.
