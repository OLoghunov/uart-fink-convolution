**/design/flow/design.v**
```verilog
module encode(
    input [MSG_SIZE-1:0] msg_in,
    output reg [2*(MSG_SIZE+2*(2*STEP + 1))-1:0] msg_out
);
    localparam STEP = 0;
    localparam MSG_SIZE = 6;
    localparam CODED_MSG_SIZE = 2*(MSG_SIZE+2*(2*STEP + 1));
    integer i;
    reg [MSG_SIZE+2-1:0] msg;
    always @(*) begin
        msg = { {(2*STEP+1){1'b0}}, msg_in, {(2*STEP+1){1'b0}} };
        for (i = 0; i < MSG_SIZE+2; i = i + 1) begin
            msg_out[2*i] = msg[i];
            if (STEP <= i && i < MSG_SIZE+2 - STEP - 1) begin
                msg_out[2*i+1] = msg[i-STEP] ^ msg[i+STEP+1];
            end else begin
                msg_out[2*i+1] = 1'b0;
            end
        end
    end
endmodule
module transmitter(
    input wire clk,
    input wire rst,
    input wire start,
    input wire msg_select,   
    input wire baud_select,  
    input wire [MSG_SIZE-1:0] input_message,  
    output reg tx  
);
    parameter BAUD_RATE_2400 = 2400;       
    parameter BAUD_RATE_1200 = 1200; 
    parameter CLK_FREQ = 27000000;        
    reg [31:0] ticks_per_bit;
    localparam COOLDOWN_TICKS = CLK_FREQ;  
    parameter MSG_SIZE = 6;
    parameter STEP = 0;                   
    localparam CODED_MSG_SIZE = 2 * (MSG_SIZE + 2 * (2 * STEP + 1));
    localparam IDLE = 2'b00;
    localparam TRANSMIT_START = 2'b01;
    localparam TRANSMIT_DATA = 2'b10;
    integer bit_index;
    reg [31:0] bit_counter;                   
    reg [31:0] cooldown_counter;         
    reg cooldown_active;                     
    reg [1:0] state;                    
    wire [CODED_MSG_SIZE-1:0] coded_message;  
    encode uut(
        .msg_in(~input_message),
        .msg_out(coded_message)
    );
    initial begin
        tx = 1;  
        state = IDLE;
        bit_index = 0;
        bit_counter = 0;
        cooldown_counter = 0;
        cooldown_active = 0;
        ticks_per_bit = CLK_FREQ / BAUD_RATE_2400;  
    end
    always @(posedge clk or posedge rst) begin
        if (rst) begin
            tx <= 1;
            state <= IDLE;
            bit_index <= 0;
            bit_counter <= 0;
            cooldown_counter <= 0;
            cooldown_active <= 0;
            ticks_per_bit <= CLK_FREQ / BAUD_RATE_2400;  
        end else begin
            if (baud_select)
                ticks_per_bit <= CLK_FREQ / BAUD_RATE_2400;
            else
                ticks_per_bit <= CLK_FREQ / BAUD_RATE_1200;
            if (cooldown_active) begin
                if (cooldown_counter == COOLDOWN_TICKS - 1) begin
                    cooldown_active <= 0;  
                    cooldown_counter <= 0;
                end else begin
                    cooldown_counter <= cooldown_counter + 1;
                end
            end
            case (state)
                IDLE: begin
                    tx <= 1;  
                    if (start && !cooldown_active) begin
                        bit_index <= 0;
                        bit_counter <= 0;
                        cooldown_active <= 1;  
                        cooldown_counter <= 0;
                        state <= TRANSMIT_START;
                    end
                end
                TRANSMIT_START: begin
                    if (bit_counter == ticks_per_bit - 1) begin
                        tx <= 0;  
                        bit_counter <= 0;
                        state <= TRANSMIT_DATA;
                    end else begin
                        bit_counter <= bit_counter + 1;
                    end
                end
                TRANSMIT_DATA: begin
                    if (bit_counter == ticks_per_bit - 1) begin
                        if (msg_select)
                            tx <= coded_message[bit_index];  
                        else
                            tx <= ~input_message[bit_index];  
                        bit_counter <= 0;
                        bit_index <= bit_index + 1;
                        if ((msg_select && bit_index == CODED_MSG_SIZE) ||
                            (!msg_select && bit_index == MSG_SIZE)) begin
                            bit_index <= 0;
                            state <= IDLE;
                        end
                    end else begin
                        bit_counter <= bit_counter + 1;
                    end
                end
                default: state <= IDLE;  
            endcase
        end
    end
endmodule
```
**/design/flow/run.sh**
```bash
#!/bin/bash
# OpenROAD 26Q1-2900-gdf79404cd8, Yosys 0.63+post, stock flow scripts
make -C /OpenROAD-flow-scripts/flow DESIGN_CONFIG=/design/flow/config.mk WORK_HOME=/design/flow/orfs finish
```
**/design/flow/config.mk**
```make
export PLATFORM = sky130hd
export DESIGN_NAME = transmitter
export DESIGN_NICKNAME = transmitter
export VERILOG_FILES = /design/flow/design.v
export SDC_FILE = /design/flow/constraint.sdc
export NUM_CORES = 4
export LEC_CHECK = 1
export CORE_UTILIZATION = 50
```
**/design/flow/constraint.sdc**
```tcl
current_design transmitter

set clk_period 4.3
set clk_io_pct 0.2

create_clock -name clk0 -period $clk_period [get_ports {clk}]

set non_clock_inputs [all_inputs -no_clocks]
set_input_delay [expr $clk_period * $clk_io_pct] -clock clk0 $non_clock_inputs
set_output_delay [expr $clk_period * $clk_io_pct] -clock clk0 [all_outputs]
```
==> run summary <==
fresh numbers from the pnr run: status finished, final reports clean, Commonest Layout Cell dfrtp_1, syn_area_per_cell between 8 and 9 sq um, Worst R2R Start ticks_per_bit[13]$_DFF_PP1_, DRT antenna net count 0, post-CTS resize count 0, PwrDens between 200 and 300 nW/um^2, Init Core Util 0.516, H-tree Lvls 3, reg2reg setup slack 1.59 ns, # DRC 0, RSZ-0062 raised after global routing no, Worst Path Max Fanout 7, Syn Std Cell Area 5940 sq um, Worst Path Arrival 3.05 ns, clk_skew 0.00795 ns, Setup WS pre-CTS approximately 1.1 ns, std cell rows 39, number of global-route vias before repair 4572, Vias/cell 5.84, io pins 12, final slew viol count 0, Async S/R FF share, synth 1.00, gr ovfl total 0, initial drt markers 262, Data required, critical path 4.52 ns, post-synthesis cell type count 64, Area Growth Syn to Fin 8.60%, HPWL Detailed 8200 um, Port Buffers 11, initial antenna violation count 0, Routed WL per cell ~15 um, max_cap viols 0, Gate Count Post-Synth 664, drt first pass iters 4, Setup TNS Final 0 ns, placed cell area 6150 sq um, hold_buf cts 0, share of layout cells above drive strength 1 0.0722, global placement routability congestion 0.842, diode count 0, post-layout worst setup margin 1.47 ns, worst hold path type reg2reg, yosys cell count approximately 660, Worst-Margin Slew 0.715 ns, maximum root-to-sink buffer count 2, r2r endpoint bit_counter[18]$_DFFE_PP0P_, Commonest flop dfrtp_1, Die X 111 um, static leakage 2.79 nW, Final Setup Violations 0, critical path class in2reg, TritonCTS Buffers 9, CP startpoint kind primary input, clk ins delay skew pair 0.36 ns, hold depth 1, EDFF count, synth 0, min-delay src bit_index[31]$_DFFE_PP0P_, CTS clk-pin slew, worst paths around 0.07 ns, setup bufs post-CTS 0, hold path endpoint bit_index[31]$_DFFE_PP0P_, routed wire length 12200 um, Peak supply drop 0.159 mV, Die Ht 111 um, Hold Violations, Final 0, Seq cells post-synth 102, Yosys warnings 2, Via Count 4719, Setup crit end kind register, All-Layer GR Usage 0.222, core area 11500 sq um, tool warnings 32, Rel. slew slack 0.523, R2R depth 8, most numerous logic cells after layout dfrtp_1, nor2_1, nand2_1, nand3_1, xor2_1, final period utilization 0.659, Pwr Total 0.00184 W, clock sinks between 100 and 150, Tmin final 2.83 ns, CTS tree yes, global-route wire length before repair 21900 um, largest net degree at the start of global routing between 50 and 60, fin area about 6400 sq um, fmax 353 MHz, Seq/Total Area, Yosys 0.430, Root Buffer clkbuf_16, Yosys chip area 5940 sq um, chip area 12300 sq um
## registers in the layout (all words and copies together) (netlist names)
name	cells
bit_counter	32
bit_index	32
cooldown_counter	32
state	2
ticks_per_bit	2
cooldown_active	1
tx	1
## how the worst max path moves through the flow
stage	start	endpoint
finish	start	bit_counter[23]$_DFFE_PP0P_
global route	start	bit_counter[21]$_DFFE_PP0P_
CTS	start	bit_counter[23]$_DFFE_PP0P_
## per-layer routing
metal | global-route usage | routed length, um
met1 | 0.360 | 6270
met2 | 0.333 | 5430
met3 | 0.0412 | 414
met4 | 0.0247 | 125
met5 | 0 | 0
## through the flow
stage                     cells  hold WS (ns)   util
after floorplan             664         0.452      -
after global placement      792         0.478  0.534
after detailed placement    792         0.490  0.534
after CTS                   808         0.502  0.560
after global routing        808         0.524  0.560
final                       808         0.498  0.560
## cell families (layout without fill, tap and decap cells)
kind of cell             Yosys count  after routing  share of synthesized area
AND/OR/NAND/NOR                  312            312                      0.277
AND-OR/OR-AND                    120            120                      0.133
flip-flops                       102            102                      0.430
XOR/XNOR                          57             57                     0.0841
buffers and inverters             54             55                     0.0386
adder cells (fa/ha/maj)           12             12                     0.0253
multiplexers                       7              7                     0.0122
## synthesized netlist by cell type (2+ instances only)
master,count,area share
and3_1,20,0.021
xor2_1,45,0.066
or3_1,3,0.0032
nor2_1,91,0.058
mux2i_1,5,0.0084
nand3b_1,2,0.0025
buf_2,12,0.010
nor2b_1,6,0.0063
and4_1,4,0.0059
mux2_1,2,0.0038
nand2_1,56,0.035
nor3_1,6,0.0051
nand3_1,49,0.041
xnor2_1,12,0.018
o21ai_0,9,0.0076
nand2b_1,2,0.0021
nand4_1,28,0.030
o21ai_1,31,0.026
nand4b_1,2,0.0030
or4_1,2,0.0025
a41oi_1,5,0.0074
and2_1,7,0.0074
o22ai_1,2,0.0021
dfstp_2,2,0.0089
a21oi_1,14,0.012
a31oi_1,13,0.014
nor3b_1,2,0.0025
o2111a_1,2,0.0038
nor4_1,12,0.013
o41ai_1,8,0.012
or2_2,3,0.0032
clkbuf_1,19,0.012
o211ai_1,3,0.0038
nor4_2,4,0.0084
o31ai_1,22,0.028
ha_1,12,0.025
dfrtp_1,100,0.42
inv_1,21,0.013
## where the power goes
group	internal [W]	leakage, nW	switching, W
clock	0.000452	0.134	0.000379
sequential	0.000960	1.38	0.00000127
combinational	0.0000158	1.27	0.0000297
total	0.00143	2.79	0.000410
## area by class of cell
type | instances | area, sq um
Timing Repair Buffer | 18 | 163
Fill cell | 1004 | 5070
Inverter | 21 | 81.3
Clock inverter | 7 | 73.8
Sequential cell | 102 | 2550
Multi-Input combinational cell | 508 | 3170
Clock buffer | 9 | 225
Tap cell | 143 | 179
## worst max-delay path: stages
cell and delay, ns:
clkdlybuf4s50_1 0.48, or2b_1 0.29, a211oi_1 0.64, and2_1 0.40
nand4_1 0.16, xor2_1 0.16, nor2_1 0.06
No activity file was given, so power comes from the tool's default toggle rates.
